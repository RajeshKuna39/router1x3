$ cat flow/design.v
`timescale 1ns / 1ps
module REGISTER( input clock, resetn, pkt_valid, 
                 input [7:0] data_in,
                 input fifo_full, rst_int_reg, detect_add,
                 input lfd_state, ld_state, full_state, laf_state,
                 output reg [7:0] dout,
                 output reg parity_done, low_pkt_valid, err
                );
      reg [7:0] header, int_reg, internal_parity, external_parity;   
      always@(posedge clock)
      begin
        if(!resetn) begin
            header <= 0 ;
            dout <= 0;
            int_reg <= 0;
        end
        else if(detect_add && pkt_valid && (data_in[1:0]!=2'b11))
            header <= data_in;
        else if(lfd_state)
            dout <= header;
        else if(ld_state && !fifo_full)
            dout <= data_in;
        else if(ld_state && fifo_full)
            int_reg <= data_in;
        else if(laf_state)
            dout <= int_reg;
      end
      always@(posedge clock)
      begin
        if(!resetn)
            low_pkt_valid <= 0;
        else if(rst_int_reg)
            low_pkt_valid <= 0;
        else if(ld_state && !pkt_valid)
            low_pkt_valid <= 1;        
      end
      always@(posedge clock)
      begin
        if(!resetn)
            parity_done <= 0;
        else if(detect_add)
            parity_done <= 0;
        else if((ld_state && !fifo_full && !pkt_valid)||(laf_state && low_pkt_valid && !parity_done))
            parity_done <= 1;
      end
      always@(posedge clock)
      begin
        if(!resetn || detect_add)
            internal_parity <= 0;
        else if(lfd_state && pkt_valid)
            internal_parity <= internal_parity^header;
        else if(ld_state && pkt_valid && !fifo_full)
            internal_parity <= internal_parity^data_in;
        else
            internal_parity <= internal_parity;
      end
      always@(posedge clock)
      begin
        if(!resetn || detect_add)
            external_parity <= 0;
        else if((ld_state && !fifo_full && !pkt_valid)||(laf_state && low_pkt_valid && !parity_done))
            external_parity <= data_in;   
      end
      always@(posedge clock)
      begin
        if(!resetn)
            err <= 0;
        else if(parity_done)
        begin
            if(internal_parity == external_parity)
                err <= 0;
            else
                err <= 1; 
        end
        else
            err <= 0;
      end
endmodule
$ cat flow/run.sh
#!/bin/bash
# OpenROAD 26Q1-2900-gdf79404cd8, Yosys 0.63+post, stock flow scripts
make -C /OpenROAD-flow-scripts/flow DESIGN_CONFIG=/design/flow/config.mk WORK_HOME=/design/flow/orfs finish
$ cat flow/config.mk
export PLATFORM = sky130hd
export DESIGN_NAME = REGISTER
export DESIGN_NICKNAME = REGISTER
export VERILOG_FILES = /design/flow/design.v
export SDC_FILE = /design/flow/constraint.sdc
export NUM_CORES = 4
export LEC_CHECK = 1
export CORE_UTILIZATION = 30
$ cat flow/constraint.sdc
current_design REGISTER

set clk_period 3.7
set clk_io_pct 0.2

create_clock -name clk0 -period $clk_period [get_ports {clock}]

set non_clock_inputs [all_inputs -no_clocks]
set_input_delay [expr $clk_period * $clk_io_pct] -clock clk0 $non_clock_inputs
set_output_delay [expr $clk_period * $clk_io_pct] -clock clk0 [all_outputs]
==> flow_metrics.env <==
# implementation run metrics
export IMPL_instances_no_fill=310
export IMPL_slew_headroom=0.421
export IMPL_synth_top_area_share=0.431
export IMPL_num_rows=29
export IMPL_worst_setup_path_start_kind="input port"
export IMPL_r2r_start="parity_done"
export IMPL_clock_latency_ns=0.29
export IMPL_leakage_nw=0.993
export IMPL_end_kind="flip-flop"
export IMPL_cts_tree="built"
export IMPL_ys_warn_count=1
export IMPL_crit_arrival_ns=2.61
export IMPL_initial_core_util=0.313
export IMPL_finalSetupViolCount=0
export IMPL_synth_edff_count=0
export IMPL_tool_warnings=26
export IMPL_syn_area_mm2=0.00200
export IMPL_hold_start="dout[4]"
export IMPL_ys_sh_mux=0.195
export IMPL_place_hpwl_um=2750
export IMPL_core_area_mm2=0.00639
export IMPL_slew_violations=0
export IMPL_peakVddDrop_mv=0.167
export IMPL_drt_initial_drc_count=83
export IMPL_worst_slew_pin_slew_ns=0.862
export IMPL_finalSetupTns_ns=0
export IMPL_ios=29
export IMPL_routed_via_density=4.82
export IMPL_cts_buffers=5
export IMPL_reg2reg_setup_slack_ns=2.49
export IMPL_ys_sh_simple=0.170
export IMPL_root_buffer="clkbuf_8"
export IMPL_required_ns=3.91
export IMPL_antenna_found_initial=0
export IMPL_r2r_end="external_parity[3]"
export IMPL_timing_hold_violations_final=0
export IMPL_grt_setup_unrepaired="false"
export IMPL_io_buffers=27
export IMPL_crit_fanout=16
export IMPL_antenna_left=0
export IMPL_cts_max_path_buffers=2
export IMPL_crit_type="input port to flip-flop"
export IMPL_first_pass_iters=4
export IMPL_drive_gt1_frac=0.112
export IMPL_common_cells="43 x dfxtp_1, 30 x mux2i_1, 16 x nor2b_1, 16 x o21ai_0, 11 x a21oi_1"
export IMPL_hp_class="flip-flop to flip-flop"
export IMPL_fp_dieH_um=83.6
export IMPL_flop_cell="dfxtp_1"
export IMPL_chip_area_mm2=0.00699
export IMPL_grt_max_degree=36
export IMPL_placedCellCount=302
export IMPL_grt_first_pass_wirelength_um=6720
export IMPL_area_leaders="dfxtp_1 43%, mux2i_1 15%, nor2b_1 5.0%, mux2_2 4.5%, o21ai_0 4.0%"
export IMPL_ys_types=26
export IMPL_h_tree_depth=2
export IMPL_die_x_um=83.6
export IMPL_fin_skew_ns=0.00273
export IMPL_num_antenna_cells=0
export IMPL_finalCritPeriodShare=0.649
export IMPL_grt_overflow=0
export IMPL_max_freq_mhz=416
export IMPL_cts_clk_slew_worst_paths_ns=0.08
export IMPL_period_needed_ns=2.40
export IMPL_outcome="complete, no violations"
export IMPL_syn_inst=206
export IMPL_adder_share=0
export IMPL_drt_wirelength_per_cell_um=12.7
export IMPL_holdPathEnd="dout[4]"
export IMPL_cts_sinks=43
export IMPL_avgSynthCellArea_um2=9.69
export IMPL_most_common_cell="dfxtp_1"
export IMPL_first_global_vias=1379
export IMPL_p_per_area_mw_per_mm2=385
export IMPL_track_usage=0.119
export IMPL_top_area_cell="dfxtp_1"
export IMPL_rr_worst_depth=5
export IMPL_yosys_area_share_xor_xnor=0.0351
export IMPL_compound_area_frac=0.137
export IMPL_synth_stat_cells=206
export IMPL_yosysChipArea_mm2=0.00200
export IMPL_max_cap_viol_count=0
export IMPL_hold_buffers=0
export IMPL_ys_flops=43
export IMPL_routed_wirelength_um=3940
export IMPL_async_flop_share=0
export IMPL_ctsResizeCount=0
export IMPL_drc=0
export IMPL_place_congestion=0.758
export IMPL_cts_setup_buffers=0
export IMPL_hold_path_depth=2
export IMPL_ys_seq_frac=0.431
export IMPL_logic_family="multiplexers"
export IMPL_vias=1493
export IMPL_area_growth_pct=22.5
-- power by group --
group | internal, mW | leakage (nW) | switching (mW)
Combinational | 0.0688 | 0.592 | 0.0618
Sequential | 0.480 | 0.350 | 0.00971
Clock | 0.170 | 0.0515 | 0.151
Total | 0.719 | 0.993 | 0.222
-- metal layers --
layer | wire length [um] | global-route usage
met5 | 0 | 0
met4 | 66 | 0.0169
met3 | 164 | 0.0211
met2 | 1730 | 0.182
met1 | 1980 | 0.183
-- worst max-delay path: stages --
cell             delay [ns]
clkdlybuf4s50_1        0.46
nor2b_1                0.16
buf_4                  0.18
o21ai_1                0.69
o21ai_0                0.23
a21oi_1                0.16
-- worst max path at each step --
stage	start	to	slack (ns)	cells past startpoint
after CTS	ld_state	internal_parity[7]	1.33	6
after global routing	ld_state	internal_parity[4]	1.11	6
final	ld_state	internal_parity[7]	1.30	6
-- placed cells by master (no fill, tap or decap) --
| master | count |
|---|---|
| or3_1 | 8 |
| nor2_1 | 10 |
| nand2_2 | 2 |
| a21oi_1 | 11 |
| mux2i_1 | 30 |
| and2_1 | 1 |
| nand3_1 | 9 |
| buf_4 | 5 |
| nand2_1 | 3 |
| o32ai_2 | 1 |
| nor3b_1 | 1 |
| a32oi_1 | 1 |
| o221a_2 | 2 |
| nor2b_1 | 16 |
| xor2_1 | 8 |
| dfxtp_1 | 43 |
| nand2b_1 | 9 |
| clkdlybuf4s50_1 | 27 |
| o21ai_0 | 16 |
| nor4_1 | 2 |
| clkbuf_8 | 7 |
| inv_1 | 2 |
| o21ai_1 | 1 |
| mux2_2 | 8 |
| a311oi_4 | 1 |
| clkbuf_1 | 1 |
| o211ai_1 | 8 |
-- per-stage QoR --
| step | util | power (mW) | hold WS [ns] | worst slack [ns] | instance area (um2) |
|---|---|---|---|---|---|
| global route | 0.383 | 0.991 | 0.503 | 1.11 | 2450 |
| global placement | 0.367 | 0.631 | 0.460 | 1.06 | 2350 |
| floorplan | - | 0.577 | 0.412 | 1.82 | 2000 |
| CTS | 0.383 | 0.958 | 0.478 | 1.33 | 2450 |
| finish | 0.383 | 0.941 | 0.472 | 1.30 | 2450 |
| detailed placement | 0.367 | 0.632 | 0.463 | 1.04 | 2350 |
-- cells by family after synthesis --
logic type             after synthesis
flip-flops                          43
XOR/XNOR                             8
multiplexers                        38
AND/OR/NAND/NOR                     61
buffers and inverters               15
AND-OR/OR-AND                       41
-- layout make-up --
type | instances | area [um2]
fillers | 642 | 3940
multi-input cells | 148 | 1070
flip-flops and latches | 43 | 861
repair buffers | 32 | 308
clock buffers | 8 | 100
well taps | 77 | 96.3
inverters | 2 | 7.51
Power is estimated from default activity; no workload was simulated.
